<file path="config.mk">
export PLATFORM = sky130hd
export DESIGN_NAME = W_CDC
export DESIGN_NICKNAME = W_CDC
export VERILOG_FILES = /design/flow/design.v
export SDC_FILE = /design/flow/constraint.sdc
export NUM_CORES = 4
export LEC_CHECK = 1
export CORE_UTILIZATION = 40
</file>
<file path="constraint.sdc">
current_design W_CDC

set clk_period 4.7
set clk_io_pct 0.2

create_clock -name clk0 -period $clk_period [get_ports {clk}]
create_clock -name clk1 -period $clk_period [get_ports {clk2}]

set non_clock_inputs [all_inputs -no_clocks]
set_input_delay [expr $clk_period * $clk_io_pct] -clock clk0 $non_clock_inputs
set_output_delay [expr $clk_period * $clk_io_pct] -clock clk0 [all_outputs]
</file>
<file path="design.v">
module W_CDC(
    input               clk,
    input               rst,
    input               clk2,
    input               rst2,
    input               AW_rd_en,
    input               AW_wr_en,
    input        [48:0] AW_w_data,
    input               W_rd_en,
    input               W_wr_en,
    input        [36:0] W_w_data,
    input               B_rd_en,
    input               B_wr_en,
    input        [ 9:0] B_w_data,
    output logic        AW_not_empty,
    output logic        AW_not_full,
    output logic [48:0] AW_r_data,
    output logic        W_not_empty,
    output logic        W_not_full,
    output logic [36:0] W_r_data,
    output logic        B_not_empty,
    output logic        B_not_full,
    output logic [ 9:0] B_r_data
);
async_fifo_A AW_FIFO(
    .clk            (clk),
    .rst            (rst),
    .clk2           (clk2),
    .rst2           (rst2),
    .rd_en          (AW_rd_en),
    .wr_en          (AW_wr_en),
    .w_data         (AW_w_data),
    .not_empty      (AW_not_empty),
    .not_full       (AW_not_full),
    .r_data         (AW_r_data)
);
async_fifo_W W_FIFO(
    .clk            (clk),
    .rst            (rst),
    .clk2           (clk2),
    .rst2           (rst2),
    .rd_en          (W_rd_en),
    .wr_en          (W_wr_en),
    .w_data         (W_w_data),
    .not_empty      (W_not_empty),
    .not_full       (W_not_full),
    .r_data         (W_r_data)
);
async_fifo_B B_FIFO(
    .clk            (clk2),
    .rst            (rst2),
    .clk2           (clk),
    .rst2           (rst),
    .rd_en          (B_rd_en),
    .wr_en          (B_wr_en),
    .w_data         (B_w_data),
    .not_empty      (B_not_empty),
    .not_full       (B_not_full),
    .r_data         (B_r_data)
);
endmodule
module async_fifo_A(
    input                 clk,
    input                 clk2,
    input                 rst,
    input                 rst2,
    input                 rd_en,
    input                 wr_en,
    input        [48:0]   w_data,
    output logic          not_empty,
    output logic          not_full,
    output logic [48:0]   r_data
);
logic [48:0]    FIFO [0:3];
logic           empty;
logic           full;
logic [2:0]     w_ptr;
logic [2:0]     r_ptr;
logic [2:0]     w_ptr_gray;
logic [2:0]     r_ptr_gray;
logic [2:0]     r_ptr_gray_d;
logic [2:0]     w_ptr_gray_d;
logic [2:0]     w_ptr_gray_sync;
logic [2:0]     r_ptr_gray_sync;
logic [2:0]     rq2_w_ptr;
logic [2:0]     wq2_r_ptr;
logic [1:0]     w_addr;
logic [1:0]     r_addr;
assign w_addr     = w_ptr[1:0];
assign r_addr     = r_ptr[1:0];
assign not_empty  = !empty;
assign not_full   = !full;
assign empty      = (r_ptr_gray == rq2_w_ptr);
assign full       = (w_ptr_gray[2] != wq2_r_ptr[2]) && (w_ptr_gray[1] != wq2_r_ptr[1]) && (w_ptr_gray[0] == wq2_r_ptr[0]);
assign r_data     = (rd_en && (!empty)) ? FIFO[r_addr] : {8'd0,FIFO[r_addr][40:9],9'd0};
always_comb
begin
    r_ptr_gray = r_ptr ^ (r_ptr >> 1);
    w_ptr_gray = w_ptr ^ (w_ptr >> 1);
end
always_ff@(posedge clk or posedge rst)begin
    if(rst)begin
        w_ptr        <= 3'd0;
        for(integer i = 0; i < 4; i = i+1)
            FIFO[i]  <= 49'd0;
    end
    else if(wr_en && (!full))begin
        w_ptr        <= w_ptr + 3'd1;
        FIFO[w_addr] <= w_data;
    end
end
always_ff@(posedge clk or posedge rst)begin
    if(rst)begin
        w_ptr_gray_d  <= 3'd0;
    end
    else begin
        w_ptr_gray_d  <= w_ptr_gray;
    end
end
always_ff@(posedge clk2 or posedge rst2)begin
    if(rst2)
        r_ptr        <= 3'd0;
    else if(rd_en && (!empty))
        r_ptr        <= r_ptr + 3'd1;
    else
        r_ptr        <= r_ptr;
end
always_ff@(posedge clk2 or posedge rst2)begin
    if(rst2)begin
        r_ptr_gray_d  <= 3'd0;
    end
    else begin
        r_ptr_gray_d  <= r_ptr_gray;
    end
end
always_ff@(posedge clk2 or posedge rst2) begin
    if(rst2)begin
        w_ptr_gray_sync <= 3'd0;
        rq2_w_ptr       <= 3'd0;
    end
    else begin
        w_ptr_gray_sync <= w_ptr_gray_d;
        rq2_w_ptr       <= w_ptr_gray_sync;
    end
end
always_ff@(posedge clk or posedge rst)begin
    if(rst)begin
        r_ptr_gray_sync <= 3'd0;
        wq2_r_ptr       <= 3'd0;
    end
    else begin
        r_ptr_gray_sync <= r_ptr_gray_d;
        wq2_r_ptr       <= r_ptr_gray_sync;
    end
end
endmodule
module async_fifo_B(
    input                 clk,
    input                 clk2,
    input                 rst,
    input                 rst2,
    input                 rd_en,
    input                 wr_en,
    input        [9:0]    w_data,
    output logic          not_empty,
    output logic          not_full,
    output logic [9:0]    r_data
);
logic [9:0]     FIFO [0:3];
logic           empty;
logic           full;
logic [2:0]     w_ptr;
logic [2:0]     r_ptr;
logic [2:0]     w_ptr_gray;
logic [2:0]     r_ptr_gray;
logic [2:0]     r_ptr_gray_d;
logic [2:0]     w_ptr_gray_d;
logic [2:0]     w_ptr_gray_sync;
logic [2:0]     r_ptr_gray_sync;
logic [2:0]     rq2_w_ptr;
logic [2:0]     wq2_r_ptr;
logic [1:0]     w_addr;
logic [1:0]     r_addr;
assign w_addr     = w_ptr[1:0];
assign r_addr     = r_ptr[1:0];
assign not_empty  = !empty;
assign not_full   = !full;
assign empty      = (r_ptr_gray == rq2_w_ptr);
assign full       = (w_ptr_gray[2] != wq2_r_ptr[2]) && (w_ptr_gray[1] != wq2_r_ptr[1]) && (w_ptr_gray[0] == wq2_r_ptr[0]);
assign r_data     = (rd_en && (!empty)) ? FIFO[r_addr] : 10'd0;
always_comb
begin
    r_ptr_gray = r_ptr ^ (r_ptr >> 1);
    w_ptr_gray = w_ptr ^ (w_ptr >> 1);
end
always_ff@(posedge clk or posedge rst)begin
    if(rst)begin
        w_ptr        <= 3'd0;
        for(integer i = 0; i < 4; i = i+1)
            FIFO[i]  <= 10'd0;
    end
    else if(wr_en && (!full))begin
        w_ptr        <= w_ptr + 3'd1;
        FIFO[w_addr] <= w_data;
    end
end
always_ff@(posedge clk or posedge rst)begin
    if(rst)begin
        w_ptr_gray_d  <= 3'd0;
    end
    else begin
        w_ptr_gray_d  <= w_ptr_gray;
    end
end
always_ff@(posedge clk2 or posedge rst2)begin
    if(rst2)
        r_ptr        <= 3'd0;
    else if(rd_en && (!empty))
        r_ptr        <= r_ptr + 3'd1;
    else
        r_ptr        <= r_ptr;
end
always_ff@(posedge clk2 or posedge rst2)begin
    if(rst2)begin
        r_ptr_gray_d  <= 3'd0;
    end
    else begin
        r_ptr_gray_d  <= r_ptr_gray;
    end
end
always_ff@(posedge clk2 or posedge rst2) begin
    if(rst2)begin
        w_ptr_gray_sync <= 3'd0;
        rq2_w_ptr       <= 3'd0;
    end
    else begin
        w_ptr_gray_sync <= w_ptr_gray_d;
        rq2_w_ptr       <= w_ptr_gray_sync;
    end
end
always_ff@(posedge clk or posedge rst)begin
    if(rst)begin
        r_ptr_gray_sync <= 3'd0;
        wq2_r_ptr       <= 3'd0;
    end
    else begin
        r_ptr_gray_sync <= r_ptr_gray_d;
        wq2_r_ptr       <= r_ptr_gray_sync;
    end
end
endmodule
module async_fifo_W(
    input                 clk,
    input                 clk2,
    input                 rst,
    input                 rst2,
    input                 rd_en,
    input                 wr_en,
    input        [36:0]   w_data,
    output logic          not_empty,
    output logic          not_full,
    output logic [36:0]   r_data
);
logic [36:0]    FIFO [0:3];
logic           empty;
logic           full;
logic [2:0]     w_ptr;
logic [2:0]     r_ptr;
logic [2:0]     w_ptr_gray;
logic [2:0]     r_ptr_gray;
logic [2:0]     r_ptr_gray_d;
logic [2:0]     w_ptr_gray_d;
logic [2:0]     w_ptr_gray_sync;
logic [2:0]     r_ptr_gray_sync;
logic [2:0]     rq2_w_ptr;
logic [2:0]     wq2_r_ptr;
logic [1:0]     w_addr;
logic [1:0]     r_addr;
assign w_addr     = w_ptr[1:0];
assign r_addr     = r_ptr[1:0];
assign not_empty  = !empty;
assign not_full   = !full;
assign empty      = (r_ptr_gray == rq2_w_ptr);
assign full       = (w_ptr_gray[2] != wq2_r_ptr[2]) && (w_ptr_gray[1] != wq2_r_ptr[1]) && (w_ptr_gray[0] == wq2_r_ptr[0]);
assign r_data     = (rd_en && (!empty)) ? FIFO[r_addr] : 37'd0;
always_comb
begin
    r_ptr_gray = r_ptr ^ (r_ptr >> 1);
    w_ptr_gray = w_ptr ^ (w_ptr >> 1);
end
always_ff@(posedge clk or posedge rst)begin
    if(rst)begin
        w_ptr        <= 3'd0;
        for(integer i = 0; i < 4; i = i+1)
            FIFO[i]  <= 37'd0;
    end
    else if(wr_en && (!full))begin
        w_ptr        <= w_ptr + 3'd1;
        FIFO[w_addr] <= w_data;
    end
end
always_ff@(posedge clk or posedge rst)begin
    if(rst)begin
        w_ptr_gray_d  <= 3'd0;
    end
    else begin
        w_ptr_gray_d  <= w_ptr_gray;
    end
end
always_ff@(posedge clk2 or posedge rst2)begin
    if(rst2)
        r_ptr        <= 3'd0;
    else if(rd_en && (!empty))
        r_ptr        <= r_ptr + 3'd1;
    else
        r_ptr        <= r_ptr;
end
always_ff@(posedge clk2 or posedge rst2)begin
    if(rst2)begin
        r_ptr_gray_d  <= 3'd0;
    end
    else begin
        r_ptr_gray_d  <= r_ptr_gray;
    end
end
always_ff@(posedge clk2 or posedge rst2) begin
    if(rst2)begin
        w_ptr_gray_sync <= 3'd0;
        rq2_w_ptr       <= 3'd0;
    end
    else begin
        w_ptr_gray_sync <= w_ptr_gray_d;
        rq2_w_ptr       <= w_ptr_gray_sync;
    end
end
always_ff@(posedge clk or posedge rst)begin
    if(rst)begin
        r_ptr_gray_sync <= 3'd0;
        wq2_r_ptr       <= 3'd0;
    end
    else begin
        r_ptr_gray_sync <= r_ptr_gray_d;
        wq2_r_ptr       <= r_ptr_gray_sync;
    end
end
endmodule
</file>
<file path="run.sh">
#!/bin/bash
# OpenROAD 26Q1-2900-gdf79404cd8, Yosys 0.63+post, stock flow scripts
make -C /OpenROAD-flow-scripts/flow DESIGN_CONFIG=/design/flow/config.mk WORK_HOME=/design/flow/orfs finish
</file>
==> out/notes.md <==
## Status
* run status: completed

## Flow run
* max cap viols: 0
* number of warning messages in the logs: 48

## Clocking
* number of buffers added to fix hold violations after cts: 0
* Post-CTS Setup Bufs: 0
* clock edge transition at the registers on the reported setup and hold paths: 60 ps
* CTS tree: built
* Clock Sinks: 456
* cells resized by post-CTS repair: 0

## Pwr
* switching power summed over all nets: 6.11 mW
* largest vdd supply drop: 412 uV
* standby leakage power: 10.3 nW
* power share of the clock group: 21.8%
* overall power after layout: 18.8 mW
* Internal Pwr Total: 12.7 mW
* Combinational Power Share: 41.0%
* net switching fraction of the power: 32.4%
* total power density per cell area: 772 mW/mm^2
* share of total power in sequential cells: 37.2%

## Detailed routing
* wire length per cell: 19.0 um
* Initial DRT Pass Iterations: 7
* overall via count from detail_route: 12633
* DRC: 0
* routed wire length: 44800 um
* final antenna-violating net count: 0
* 1st-iter DRT viols: 917
* post-DR vias/cell: 5.36

## Logic synthesis
* AND-OR/OR-AND Cells, Area Fraction: 8.29%
* library cell with the largest summed area after synthesis: dfrtp_1
* yosys synthesis warning count: 6
* area fraction in and, or, nand and nor cells after synthesis: 3.51%
* Gate Count Post-Synth: 1445
* flip-flop and latch count after synthesis: 456
* Synth logic family: multiplexers
* Post-Syn Area per Cell: 13.7 um^2
* post-synth design cell area: 0.0198 mm^2
* portion of netlist area occupied by mux cells: 24.3%
* area share of the leading cell type in the synthesized netlist: 57.6%
* post-synthesis sequential area ratio: 57.6%
* Top area cell types: dfrtp_1, mux2_2, a222oi_1
* number of distinct library cells after synthesis: 38
* area of the synthesized netlist per yosys stat: 0.0198 mm^2
* ys cells: 1445
* xor and xnor fraction of the mapped netlist area: 1.40%
* share of synthesized cell area in full adder, half adder and majority cells: 1.52%

## Floorplan
* pre-placement core utilization: 40.6%
* number of top-level design ports: 208
* Die X-Extent: 225 um
* chip area: 0.0504 mm^2
* area of the core: 0.0488 mm^2
* floorplan die height: 225 um
* standard-cell row count: 81

## Placement
* post-placement worst setup slack: 1210 ps
* quantity of I/O buffers inserted on ports: 206
* final weighted congestion in routability-driven placement: 0.805
* hpwl dp: 27000 um

## Finish
* Biggest register: AW_FIFO.FIFO
* synthesis-to-layout area growth: 23.1%
* number of filler instances in the final layout: 4180
* leading cell type in the layout, fill and taps excluded: dfrtp_1
* max reg flops: 196
* share of cells above drive strength 1: 29.1%
* Regs by FF count: AW_FIFO.FIFO x196, W_FIFO.FIFO x148, B_FIFO.FIFO x40
* Top cells excl fill/tap: dfrtp_1, mux2_2, clkdlybuf4s50_1

## Timing
* Max-Slew Margin vs Limit: 42.5%
* worst-margin pin slew: 863 ps
* max-slew violation count: 0
* post-route setup slack: 856 ps
* setup repair after global routing missed its margin: false
* final setup fails: 0
* Layout Skew: 20.6 ps
* Final Hold Violating Endpoints: 0

## Worst setup path
* Required @ worst endpoint: 3760 ps
* data arrival time of the critical path: 2900 ps
* minimum setup slack among reg-to-reg paths: 1400 ps
* startpoint type of the worst setup path: register
* Worst Setup End Kind: primary output
* WS Path Type: reg2out
* largest fanout on the critical path: 7

## GRT
* wire length of the first global-routing pass: 73200 um
* vias in the first global route: 12985
* global route overflow: 0
* maximum number of pins on one net before global-route repair: 119
* combined global-route utilization of all metal layers: 19.1%
* initial antenna violation count: 7

## Hold path
* classification of the worst-slack hold path: reg2reg

[stage by stage]
step	util [%]	setup TNS [ps]	cells	instance area, um^2	hold WS [ps]
global route	49.9	0	2354	24400	115
finish	49.9	0	2355	24400	123
floorplan	-	-511490	1445	19800	331
detailed placement	46.3	0	2256	22600	335
global placement	46.3	0	2256	22600	332
CTS	49.9	0	2352	24400	101
[power groups by stage]
| stage | registers, mW | logic [mW] | clock network, mW |
|---|---|---|---|
| after CTS | 7.01 | 7.83 | 4.24 |
| after global routing | 7.28 | 8.46 | 4.38 |
| final | 7.01 | 7.72 | 4.11 |
[layer usage]
layer,track usage (%),part of all wire [%]
met5,0,0.11
met1,30.7,46
met3,4.42,6.2
met2,27.7,46
met4,4.08,2.3
[worst paths after layout]
check	from	end	depth (start not counted)
max	AW_FIFO.w_ptr[1]	AW_not_full	5
min	AW_FIFO.r_ptr_gray_d[1]	AW_FIFO.r_ptr_gray_sync[1]	0
max reg2reg	AW_FIFO.w_ptr[1]	AW_FIFO.FIFO[1][34]	6
min reg2reg	AW_FIFO.r_ptr_gray_d[1]	AW_FIFO.r_ptr_gray_sync[1]	0
max in group clk1	B_wr_en	B_FIFO.FIFO[1][5]	4
max in group asynchronous	rst2	AW_FIFO.rq2_w_ptr[1]	3
min in group clk1	W_FIFO.w_ptr_gray_sync[1]	W_FIFO.rq2_w_ptr[1]	0
min in group asynchronous	rst	AW_FIFO.FIFO[2][22]	2
[cell usage after synthesis (all sizes together)]
master,instances
nand2b,11
ha,24
a222oi,96
nand2,13
o22ai,3
dfrtp,456
nor2,133
a21oi,80
o211a,1
nor3b,5
mux2i,38
and2,3
xnor2,13
a22o,2
a211oi,7
clkbuf,40
o211ai,3
mux2,385
o21ai,8
and3,2
xor2,17
o31ai,2
a21boi,2
inv,51
nor3,2
buf,48
[layout make-up]
type                       count  area [um^2]  area share (%)
clock buffer                  80         1590            6.51
antenna                        3         7.51          0.0308
clock inverter                16          185           0.759
timing repair buffer         235         2380            9.76
sequential                   456        11400            46.8
inverter                      51          195           0.800
tap                          664          831            3.41
multi-input combinational    850         7790            32.0
[logic make-up (layout without fill, tap and decap cells)]
kind of cell	after synthesis	after routing
muxes	423	423
adders and majority gates	24	24
other	0	3
and+or+nand+nor	169	169
buffers and inverters	139	382
xor gates and xnor gates	30	30
DFF	456	456
AOI/OAI and AO/OA	204	204
[worst max-delay path: stages (launching register included)]
cell and delay [ps]:
dfrtp_1 480, inv_1 110, ha_1 360, xor2_1 680, nand2b_1 190, clkdlybuf4s50_1 520
Power and IR drop assume default switching activity.
