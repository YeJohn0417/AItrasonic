File: /design/flow/run.sh
#!/bin/bash
# OpenROAD 26Q1-2900-gdf79404cd8, Yosys 0.63+post, stock flow scripts
make -C /OpenROAD-flow-scripts/flow DESIGN_CONFIG=/design/flow/config.mk WORK_HOME=/design/flow/orfs finish
File: /design/flow/config.mk
export PLATFORM = sky130hd
export DESIGN_NAME = RW_CDC
export DESIGN_NICKNAME = RW_CDC
export VERILOG_FILES = /design/flow/design.v
export SDC_FILE = /design/flow/constraint.sdc
export NUM_CORES = 4
export LEC_CHECK = 1
export CORE_UTILIZATION = 30
File: /design/flow/constraint.sdc
current_design RW_CDC

set clk_period 8.5
set clk_io_pct 0.2

create_clock -name clk0 -period $clk_period [get_ports {clk}]
create_clock -name clk1 -period $clk_period [get_ports {clk2}]

set non_clock_inputs [all_inputs -no_clocks]
set_input_delay [expr $clk_period * $clk_io_pct] -clock clk0 $non_clock_inputs
set_output_delay [expr $clk_period * $clk_io_pct] -clock clk0 [all_outputs]
File: /design/flow/design.v
module RW_CDC(
    input               clk,
    input               rst,
    input               clk2,
    input               rst2,
    input               AR_rd_en,
    input               AR_wr_en,
    input        [48:0] AR_w_data,
    input               R_rd_en,
    input               R_wr_en,
    input        [42:0] R_w_data,
    input               AW_rd_en,
    input               AW_wr_en,
    input        [48:0] AW_w_data,
    input               W_rd_en,
    input               W_wr_en,
    input        [36:0] W_w_data,
    input               B_rd_en,
    input               B_wr_en,
    input        [ 9:0] B_w_data,
    output logic        AR_not_empty,
    output logic        AR_not_full,
    output logic [48:0] AR_r_data,
    output logic        R_not_empty,
    output logic        R_not_full,
    output logic [42:0] R_r_data,
    output logic        AW_not_empty,
    output logic        AW_not_full,
    output logic [48:0] AW_r_data,
    output logic        W_not_empty,
    output logic        W_not_full,
    output logic [36:0] W_r_data,
    output logic        B_not_empty,
    output logic        B_not_full,
    output logic [ 9:0] B_r_data
);
async_fifo_A AR_FIFO(
    .clk            (clk),
    .rst            (rst),
    .clk2           (clk2),
    .rst2           (rst2),
    .rd_en          (AR_rd_en),
    .wr_en          (AR_wr_en),
    .w_data         (AR_w_data),
    .not_empty      (AR_not_empty),
    .not_full       (AR_not_full),
    .r_data         (AR_r_data)
);
async_fifo_R R_FIFO(
    .clk            (clk2),
    .rst            (rst2),
    .clk2           (clk),
    .rst2           (rst),
    .rd_en          (R_rd_en),
    .wr_en          (R_wr_en),
    .w_data         (R_w_data),
    .not_empty      (R_not_empty),
    .not_full       (R_not_full),
    .r_data         (R_r_data)
);
async_fifo_A AW_FIFO(
    .clk            (clk),
    .rst            (rst),
    .clk2           (clk2),
    .rst2           (rst2),
    .rd_en          (AW_rd_en),
    .wr_en          (AW_wr_en),
    .w_data         (AW_w_data),
    .not_empty      (AW_not_empty),
    .not_full       (AW_not_full),
    .r_data         (AW_r_data)
);
async_fifo_W W_FIFO(
    .clk            (clk),
    .rst            (rst),
    .clk2           (clk2),
    .rst2           (rst2),
    .rd_en          (W_rd_en),
    .wr_en          (W_wr_en),
    .w_data         (W_w_data),
    .not_empty      (W_not_empty),
    .not_full       (W_not_full),
    .r_data         (W_r_data)
);
async_fifo_B B_FIFO(
    .clk            (clk2),
    .rst            (rst2),
    .clk2           (clk),
    .rst2           (rst),
    .rd_en          (B_rd_en),
    .wr_en          (B_wr_en),
    .w_data         (B_w_data),
    .not_empty      (B_not_empty),
    .not_full       (B_not_full),
    .r_data         (B_r_data)
);
endmodule
module async_fifo_A(
    input                 clk,
    input                 clk2,
    input                 rst,
    input                 rst2,
    input                 rd_en,
    input                 wr_en,
    input        [48:0]   w_data,
    output logic          not_empty,
    output logic          not_full,
    output logic [48:0]   r_data
);
logic [48:0]    FIFO [0:3];
logic           empty;
logic           full;
logic [2:0]     w_ptr;
logic [2:0]     r_ptr;
logic [2:0]     w_ptr_gray;
logic [2:0]     r_ptr_gray;
logic [2:0]     r_ptr_gray_d;
logic [2:0]     w_ptr_gray_d;
logic [2:0]     w_ptr_gray_sync;
logic [2:0]     r_ptr_gray_sync;
logic [2:0]     rq2_w_ptr;
logic [2:0]     wq2_r_ptr;
logic [1:0]     w_addr;
logic [1:0]     r_addr;
assign w_addr     = w_ptr[1:0];
assign r_addr     = r_ptr[1:0];
assign not_empty  = !empty;
assign not_full   = !full;
assign empty      = (r_ptr_gray == rq2_w_ptr);
assign full       = (w_ptr_gray[2] != wq2_r_ptr[2]) && (w_ptr_gray[1] != wq2_r_ptr[1]) && (w_ptr_gray[0] == wq2_r_ptr[0]);
assign r_data     = (rd_en && (!empty)) ? FIFO[r_addr] : {8'd0,FIFO[r_addr][40:9],9'd0};
always_comb
begin
    r_ptr_gray = r_ptr ^ (r_ptr >> 1);
    w_ptr_gray = w_ptr ^ (w_ptr >> 1);
end
always_ff@(posedge clk or posedge rst)begin
    if(rst)begin
        w_ptr        <= 3'd0;
        for(integer i = 0; i < 4; i = i+1)
            FIFO[i]  <= 49'd0;
    end
    else if(wr_en && (!full))begin
        w_ptr        <= w_ptr + 3'd1;
        FIFO[w_addr] <= w_data;
    end
end
always_ff@(posedge clk or posedge rst)begin
    if(rst)begin
        w_ptr_gray_d  <= 3'd0;
    end
    else begin
        w_ptr_gray_d  <= w_ptr_gray;
    end
end
always_ff@(posedge clk2 or posedge rst2)begin
    if(rst2)
        r_ptr        <= 3'd0;
    else if(rd_en && (!empty))
        r_ptr        <= r_ptr + 3'd1;
    else
        r_ptr        <= r_ptr;
end
always_ff@(posedge clk2 or posedge rst2)begin
    if(rst2)begin
        r_ptr_gray_d  <= 3'd0;
    end
    else begin
        r_ptr_gray_d  <= r_ptr_gray;
    end
end
always_ff@(posedge clk2 or posedge rst2) begin
    if(rst2)begin
        w_ptr_gray_sync <= 3'd0;
        rq2_w_ptr       <= 3'd0;
    end
    else begin
        w_ptr_gray_sync <= w_ptr_gray_d;
        rq2_w_ptr       <= w_ptr_gray_sync;
    end
end
always_ff@(posedge clk or posedge rst)begin
    if(rst)begin
        r_ptr_gray_sync <= 3'd0;
        wq2_r_ptr       <= 3'd0;
    end
    else begin
        r_ptr_gray_sync <= r_ptr_gray_d;
        wq2_r_ptr       <= r_ptr_gray_sync;
    end
end
endmodule
module async_fifo_B(
    input                 clk,
    input                 clk2,
    input                 rst,
    input                 rst2,
    input                 rd_en,
    input                 wr_en,
    input        [9:0]    w_data,
    output logic          not_empty,
    output logic          not_full,
    output logic [9:0]    r_data
);
logic [9:0]     FIFO [0:3];
logic           empty;
logic           full;
logic [2:0]     w_ptr;
logic [2:0]     r_ptr;
logic [2:0]     w_ptr_gray;
logic [2:0]     r_ptr_gray;
logic [2:0]     r_ptr_gray_d;
logic [2:0]     w_ptr_gray_d;
logic [2:0]     w_ptr_gray_sync;
logic [2:0]     r_ptr_gray_sync;
logic [2:0]     rq2_w_ptr;
logic [2:0]     wq2_r_ptr;
logic [1:0]     w_addr;
logic [1:0]     r_addr;
assign w_addr     = w_ptr[1:0];
assign r_addr     = r_ptr[1:0];
assign not_empty  = !empty;
assign not_full   = !full;
assign empty      = (r_ptr_gray == rq2_w_ptr);
assign full       = (w_ptr_gray[2] != wq2_r_ptr[2]) && (w_ptr_gray[1] != wq2_r_ptr[1]) && (w_ptr_gray[0] == wq2_r_ptr[0]);
assign r_data     = (rd_en && (!empty)) ? FIFO[r_addr] : 10'd0;
always_comb
begin
    r_ptr_gray = r_ptr ^ (r_ptr >> 1);
    w_ptr_gray = w_ptr ^ (w_ptr >> 1);
end
always_ff@(posedge clk or posedge rst)begin
    if(rst)begin
        w_ptr        <= 3'd0;
        for(integer i = 0; i < 4; i = i+1)
            FIFO[i]  <= 10'd0;
    end
    else if(wr_en && (!full))begin
        w_ptr        <= w_ptr + 3'd1;
        FIFO[w_addr] <= w_data;
    end
end
always_ff@(posedge clk or posedge rst)begin
    if(rst)begin
        w_ptr_gray_d  <= 3'd0;
    end
    else begin
        w_ptr_gray_d  <= w_ptr_gray;
    end
end
always_ff@(posedge clk2 or posedge rst2)begin
    if(rst2)
        r_ptr        <= 3'd0;
    else if(rd_en && (!empty))
        r_ptr        <= r_ptr + 3'd1;
    else
        r_ptr        <= r_ptr;
end
always_ff@(posedge clk2 or posedge rst2)begin
    if(rst2)begin
        r_ptr_gray_d  <= 3'd0;
    end
    else begin
        r_ptr_gray_d  <= r_ptr_gray;
    end
end
always_ff@(posedge clk2 or posedge rst2) begin
    if(rst2)begin
        w_ptr_gray_sync <= 3'd0;
        rq2_w_ptr       <= 3'd0;
    end
    else begin
        w_ptr_gray_sync <= w_ptr_gray_d;
        rq2_w_ptr       <= w_ptr_gray_sync;
    end
end
always_ff@(posedge clk or posedge rst)begin
    if(rst)begin
        r_ptr_gray_sync <= 3'd0;
        wq2_r_ptr       <= 3'd0;
    end
    else begin
        r_ptr_gray_sync <= r_ptr_gray_d;
        wq2_r_ptr       <= r_ptr_gray_sync;
    end
end
endmodule
module async_fifo_R(
    input                 clk,
    input                 clk2,
    input                 rst,
    input                 rst2,
    input                 rd_en,
    input                 wr_en,
    input        [42:0]   w_data,
    output logic          not_empty,
    output logic          not_full,
    output logic [42:0]   r_data
);
logic [42:0]    FIFO [0:3];
logic           empty;
logic           full;
logic [2:0]     w_ptr;
logic [2:0]     r_ptr;
logic [2:0]     w_ptr_gray;
logic [2:0]     r_ptr_gray;
logic [2:0]     r_ptr_gray_d;
logic [2:0]     w_ptr_gray_d;
logic [2:0]     w_ptr_gray_sync;
logic [2:0]     r_ptr_gray_sync;
logic [2:0]     rq2_w_ptr;
logic [2:0]     wq2_r_ptr;
logic [1:0]     w_addr;
logic [1:0]     r_addr;
assign w_addr     = w_ptr[1:0];
assign r_addr     = r_ptr[1:0];
assign not_empty  = !empty;
assign not_full   = !full;
assign empty      = (r_ptr_gray == rq2_w_ptr);
assign full       = (w_ptr_gray[2] != wq2_r_ptr[2]) && (w_ptr_gray[1] != wq2_r_ptr[1]) && (w_ptr_gray[0] == wq2_r_ptr[0]);
assign r_data     = (rd_en && (!empty)) ? FIFO[r_addr] : 43'd0;
always_comb
begin
    r_ptr_gray = r_ptr ^ (r_ptr >> 1);
    w_ptr_gray = w_ptr ^ (w_ptr >> 1);
end
always_ff@(posedge clk or posedge rst)begin
    if(rst)begin
        w_ptr        <= 3'd0;
        for(integer i = 0; i < 4; i = i+1)
            FIFO[i]  <= 43'd0;
    end
    else if(wr_en && (!full))begin
        w_ptr        <= w_ptr + 3'd1;
        FIFO[w_addr] <= w_data;
    end
end
always_ff@(posedge clk or posedge rst)begin
    if(rst)begin
        w_ptr_gray_d  <= 3'd0;
    end
    else begin
        w_ptr_gray_d  <= w_ptr_gray;
    end
end
always_ff@(posedge clk2 or posedge rst2)begin
    if(rst2)
        r_ptr        <= 3'd0;
    else if(rd_en && (!empty))
        r_ptr        <= r_ptr + 3'd1;
    else
        r_ptr        <= r_ptr;
end
always_ff@(posedge clk2 or posedge rst2)begin
    if(rst2)begin
        r_ptr_gray_d  <= 3'd0;
    end
    else begin
        r_ptr_gray_d  <= r_ptr_gray;
    end
end
always_ff@(posedge clk2 or posedge rst2) begin
    if(rst2)begin
        w_ptr_gray_sync <= 3'd0;
        rq2_w_ptr       <= 3'd0;
    end
    else begin
        w_ptr_gray_sync <= w_ptr_gray_d;
        rq2_w_ptr       <= w_ptr_gray_sync;
    end
end
always_ff@(posedge clk or posedge rst)begin
    if(rst)begin
        r_ptr_gray_sync <= 3'd0;
        wq2_r_ptr       <= 3'd0;
    end
    else begin
        r_ptr_gray_sync <= r_ptr_gray_d;
        wq2_r_ptr       <= r_ptr_gray_sync;
    end
end
endmodule
module async_fifo_W(
    input                 clk,
    input                 clk2,
    input                 rst,
    input                 rst2,
    input                 rd_en,
    input                 wr_en,
    input        [36:0]   w_data,
    output logic          not_empty,
    output logic          not_full,
    output logic [36:0]   r_data
);
logic [36:0]    FIFO [0:3];
logic           empty;
logic           full;
logic [2:0]     w_ptr;
logic [2:0]     r_ptr;
logic [2:0]     w_ptr_gray;
logic [2:0]     r_ptr_gray;
logic [2:0]     r_ptr_gray_d;
logic [2:0]     w_ptr_gray_d;
logic [2:0]     w_ptr_gray_sync;
logic [2:0]     r_ptr_gray_sync;
logic [2:0]     rq2_w_ptr;
logic [2:0]     wq2_r_ptr;
logic [1:0]     w_addr;
logic [1:0]     r_addr;
assign w_addr     = w_ptr[1:0];
assign r_addr     = r_ptr[1:0];
assign not_empty  = !empty;
assign not_full   = !full;
assign empty      = (r_ptr_gray == rq2_w_ptr);
assign full       = (w_ptr_gray[2] != wq2_r_ptr[2]) && (w_ptr_gray[1] != wq2_r_ptr[1]) && (w_ptr_gray[0] == wq2_r_ptr[0]);
assign r_data     = (rd_en && (!empty)) ? FIFO[r_addr] : 37'd0;
always_comb
begin
    r_ptr_gray = r_ptr ^ (r_ptr >> 1);
    w_ptr_gray = w_ptr ^ (w_ptr >> 1);
end
always_ff@(posedge clk or posedge rst)begin
    if(rst)begin
        w_ptr        <= 3'd0;
        for(integer i = 0; i < 4; i = i+1)
            FIFO[i]  <= 37'd0;
    end
    else if(wr_en && (!full))begin
        w_ptr        <= w_ptr + 3'd1;
        FIFO[w_addr] <= w_data;
    end
end
always_ff@(posedge clk or posedge rst)begin
    if(rst)begin
        w_ptr_gray_d  <= 3'd0;
    end
    else begin
        w_ptr_gray_d  <= w_ptr_gray;
    end
end
always_ff@(posedge clk2 or posedge rst2)begin
    if(rst2)
        r_ptr        <= 3'd0;
    else if(rd_en && (!empty))
        r_ptr        <= r_ptr + 3'd1;
    else
        r_ptr        <= r_ptr;
end
always_ff@(posedge clk2 or posedge rst2)begin
    if(rst2)begin
        r_ptr_gray_d  <= 3'd0;
    end
    else begin
        r_ptr_gray_d  <= r_ptr_gray;
    end
end
always_ff@(posedge clk2 or posedge rst2) begin
    if(rst2)begin
        w_ptr_gray_sync <= 3'd0;
        rq2_w_ptr       <= 3'd0;
    end
    else begin
        w_ptr_gray_sync <= w_ptr_gray_d;
        rq2_w_ptr       <= w_ptr_gray_sync;
    end
end
always_ff@(posedge clk or posedge rst)begin
    if(rst)begin
        r_ptr_gray_sync <= 3'd0;
        wq2_r_ptr       <= 3'd0;
    end
    else begin
        r_ptr_gray_sync <= r_ptr_gray_d;
        wq2_r_ptr       <= r_ptr_gray_sync;
    end
end
endmodule
==> results_dict.tcl <==
# yosys + openroad results
set metrics [dict create \
    status "finished clean" \
    track_usage_pct 15.44 \
    crit_start "R_rd_en" \
    grt.overflow.total 0 \
    slew_headroom_pct 42.75 \
    hold_viol 0 \
    drtAntennaViolNets 0 \
    netlist_area_um2 38230 \
    yosysCellCount 2753 \
    hold_slack_ns 0.2606 \
    worstSetupEndpointType "primary output" \
    design_area_um2 47210 \
    place_area_um2 43760 \
    min_from "AW_FIFO.r_ptr_gray_d[1]" \
    clkSinkCount 872 \
    fp-row-count 130 \
    ys_seq_share_pct 57.07 \
    via_count 23981 \
    cp.required_ns 6.80 \
    grt.met3_usage_pct 3.834 \
    cts_setup_buffers 0 \
    worst_pin_slew_ns 0.8586 \
    synth_top_cell_by_area "dfrtp_1" \
    syn_area_per_cell_um2 13.89 \
    setup-tns-final_ns 0 \
    die_w_um 359.0 \
    routedWlPerCell_um 19.61 \
    core_um2 126100 \
    pwr_density_cell_nw_per_um2 436.0 \
    synth_top_area_share_pct 57.07 \
    crit_type "input port to primary output" \
    grt_max_degree 129 \
    wirelength_um 95520 \
    firstDrtPassIters 10 \
    drive_above_1_share_pct 27.53 \
    dieArea_um2 128900 \
    r2r_slack_ns 5.41 \
    ctsHoldBuffers 0 \
    cts_tree "built" \
    vdd_ir_drop_max_v 0.0002327 \
    met1_usage_pct 22.61 \
    path_clk_slew_ns 0.06 \
    place_congestion 0.7897 \
    setup_viol 0 \
    synth.distinct_cells 39 \
    rsz0062_at_grt "no" \
    fin_worst_skew_ns 0.03035 \
    p_leak_nw 19.66 \
    viasPerCell 4.924 \
    crit_end "R_r_data[29]" \
    syn_inst 2753 \
    die_h_um 359.0 \
    area_leaders "dfrtp_1 57%, mux2_2 16%, a222oi_1 4.9%" \
    cap_violations 0 \
    r2r_start "AW_FIFO.w_ptr[1]" \
    grtUsageMet2_pct 23.37 \
    fp_util_pct 30.33 \
    antenna_found_initial 20 \
    syn_to_final_growth_pct 23.47 \
    grt_pass1_wl_um 152000 \
    critPathLaunchType "input port" \
    final_max_slew_viol_count 0 \
    gr-max-usage-layer "met2" \
    hp-class "register to register" \
    num_io_pins 400 \
    dr.first_iter.drc_count 2026 \
    critPathMaxFanout 36 \
    yosys_area_um2 38230 \
    ys_warn_count 8 \
    dp.final_hpwl_um 57520 \
    post_cts_resized 0 \
    numSynthFlops 872 \
    first_global_vias 24970 \
    port_buffers 398 \
    route.detailed.drc 0 \
    crit_arrival_ns 3.68 \
    reg2reg_depth 7 \
    warnings 75 \
    r2r-end "AW_FIFO.FIFO[1][0]" \
]
cell usage in the layout, fill, tap and decap left out, types with 4 or more instances in the layout:
| cell type | count |
|---|---|
| dfrtp_1 | 872 |
| mux2_2 | 530 |
| clkdlybuf4s50_1 | 398 |
| nor2_1 | 251 |
| a222oi_1 | 188 |
| mux2_1 | 137 |
| a21oi_1 | 135 |
| clkbuf_16 | 105 |
| inv_1 | 91 |
| mux2_4 | 90 |
| mux2i_1 | 69 |
| buf_4 | 47 |
| nand2_1 | 35 |
| ha_1 | 30 |
| xor2_1 | 23 |
| clkbuf_8 | 23 |
| clkbuf_1 | 21 |
| xnor2_1 | 20 |
| clkinv_2 | 20 |
| a21oi_4 | 19 |
| nand2b_1 | 15 |
| o21ai_0 | 12 |
| diode_2 | 9 |
| ha_2 | 8 |
| buf_12 | 7 |
| mux2i_4 | 5 |
| a21boi_0 | 5 |
| xor2_2 | 4 |
| clkinvlp_4 | 4 |
| clkinv_16 | 4 |
layer usage:
| layer | vias up | wire (µm) |
|---|---|---|
| met5 | - | 159 |
| met4 | 22 | 2924 |
| met3 | 176 | 5634 |
| met2 | 587 | 44730 |
| met1 | 12406 | 42070 |
| li1 | 10790 | - |
worst min-delay path by stage:
stage | endpoint | slack (ns) | depth (start not counted)
CTS | AW_FIFO.r_ptr_gray_sync[1] | 0.25 | 0
global route | AW_FIFO.r_ptr_gray_sync[1] | 0.27 | 0
finish | AW_FIFO.r_ptr_gray_sync[1] | 0.26 | 0
final cells by class:
cell class / instances / area [µm²]
antenna: 9 / 22.52
clock buffer: 149 / 3023
clock inverter: 36 / 399.1
fill: 11880 / 78850
inverter: 93 / 356.6
multi-input combinational: 1609 / 15040
sequential: 872 / 21820
tap: 1650 / 2064
timing repair buffer: 452 / 4477
report_power, final:
group          internal, mW  leakage (nW)  total (mW)  switching [mW]
logic                  4.76          7.64        8.76            4.00
clock network          2.56          1.68        4.41            1.86
registers              6.31          10.3        7.41            1.09
flip-flops by register name, indices dropped and copies added, names as in the netlist, 40 cells and up:
register / count
AR_FIFO.FIFO: 196
AW_FIFO.FIFO: 196
R_FIFO.FIFO: 172
W_FIFO.FIFO: 148
B_FIFO.FIFO: 40
kinds of logic (layout without fill, tap and decap cells):
logic type | after synthesis | after routing | synth area share, %
adders and majority gates | 40 | 40 | 1.309
DFF | 872 | 872 | 57.07
AOI/OAI and AO/OA | 373 | 373 | 7.913
and+or+nand+nor | 315 | 315 | 3.279
xor gates and xnor gates | 50 | 50 | 1.283
buffers and inverters | 272 | 730 | 3.862
muxes | 831 | 831 | 25.28
other | 0 | 9 | 0
worst max-delay path, stage by stage:
cell and delay (ns):
clkdlybuf4s50_1 0.53, inv_1 0.07, o31a_2 0.47, buf_4 0.29, nor2_1 0.14, clkdlybuf4s50_1 0.47
synthesized netlist by cell type, drive strengths merged:
cell type,n
dfrtp,872
mux2,757
nor2,251
a222oi,188
a21oi,154
clkbuf,94
inv,93
buf,85
mux2i,74
ha,40
nand2,35
xor2,27
xnor2,23
nand2b,15
o21ai,14
a21boi,5
a211oi,3
a22o,3
and2,3
nor3b,3
a31oi,2
a41oi,2
and3,2
nand3,2
nor3,2
o31a,2
or3,2
through the flow:
step / instances / worst slack, ns / power (mW) / utilization [%]
after global routing: 4869 / 2.998 / 22.01 / 37.45
after global placement: 4676 / 3.151 / 16.20 / 34.71
final: 4870 / 3.119 / 20.58 / 37.45
after detailed placement: 4676 / 3.135 / 16.30 / 34.71
after floorplan: 2753 / -1.383 / 12.93 / -
after CTS: 4861 / 3.106 / 20.89 / 37.43
Power and IR drop assume default switching activity.
