**flow/run.sh**
```bash
#!/bin/bash
# OpenROAD 26Q1-2900-gdf79404cd8, Yosys 0.63+post, stock flow scripts
make -C /OpenROAD-flow-scripts/flow DESIGN_CONFIG=/design/flow/config.mk WORK_HOME=/design/flow/orfs finish
```
**flow/config.mk**
```make
export PLATFORM = sky130hd
export DESIGN_NAME = psum_buffer
export DESIGN_NICKNAME = psum_buffer
export VERILOG_FILES = /design/flow/design.v
export SDC_FILE = /design/flow/constraint.sdc
export NUM_CORES = 4
export LEC_CHECK = 1
export CORE_UTILIZATION = 40
```
**flow/constraint.sdc**
```tcl
current_design psum_buffer

set clk_period 20.0
set clk_io_pct 0.2

create_clock -name clk0 -period $clk_period [get_ports {clk}]

set non_clock_inputs [all_inputs -no_clocks]
set_input_delay [expr $clk_period * $clk_io_pct] -clock clk0 $non_clock_inputs
set_output_delay [expr $clk_period * $clk_io_pct] -clock clk0 [all_outputs]
```
**flow/design.v**
```verilog
module psum_buffer(
input                   clk,
input                   rst,
input                   start,
input           [ 2:0]  layer,
input                   data_valid,
input           [23:0]  data_in,
output logic            output_valid,
output logic    [ 7:0]  data_out
);
localparam IDLE           = 3'd0;
localparam FIRST          = 3'd1;
localparam SECOND         = 3'd2;
localparam MAX_POOL       = 3'd3;
localparam FC             = 3'd4;
localparam RE_QUAN        = 3'd5;
localparam POP            = 3'd6;
localparam INPUT_SIZE_0   = 7'd95;   
localparam INPUT_SIZE_1   = 7'd43;   
localparam INPUT_SIZE_2   = 7'd17;   
localparam INPUT_SIZE_3   = 7'd3;    
localparam OUTPUT_SIZE_0  = 7'd47;   
localparam OUTPUT_SIZE_1  = 7'd21;   
localparam OUTPUT_SIZE_2  = 7'd8;    
localparam OUTPUT_SIZE_3  = 7'd1;    
localparam CHANNEL_SIZE_1 = 4'd0;    
localparam CHANNEL_SIZE_4 = 4'd3;    
localparam CHANNEL_SIZE_8 = 4'd7;    
logic [ 2:0] cur_state;
logic [ 2:0] next_state;
logic [ 2:0] layer_latch;    
logic [ 6:0] input_size;             
logic [ 6:0] output_size;            
logic [ 3:0] channel_size;           
logic [ 3:0] count_c;                
logic [ 6:0] count_1;                
logic [ 6:0] count_2;                
logic [ 6:0] count_mp;               
logic [ 6:0] count_mp1;              
logic [ 6:0] count_o;                
logic [23:0] psum_1[0:95];           
logic [23:0] psum_2[0:95];           
logic [23:0] psum_fc;                
logic [23:0] psum_mp;                
logic [23:0] psum_relu;              
logic        round_0;
logic        round_1;
logic        round_2;
logic        round_3;
logic        round_5;
logic        round_6;
assign count_mp1    = count_mp + 7'd1;
assign output_valid = (cur_state == POP)       ? 1'b1   : 1'b0;
assign round_0      = (layer_latch == 3'd0) && ((psum_relu[9:0] > 10'b10_0000_0000) || (psum_relu[9:0] == 10'b10_0000_0000 && psum_relu[10]));
assign round_1      = (layer_latch == 3'd1) && ((psum_relu[8:0] >   9'b1_0000_0000) || (psum_relu[8:0] ==   9'b1_0000_0000 && psum_relu[9]));
assign round_2      = (layer_latch == 3'd2) && ((psum_relu[8:0] >   9'b1_0000_0000) || (psum_relu[8:0] ==   9'b1_0000_0000 && psum_relu[9]));
assign round_3      = (layer_latch == 3'd3) && ((psum_relu[8:0] >   9'b1_0000_0000) || (psum_relu[8:0] ==   9'b1_0000_0000 && psum_relu[9]));
assign round_5      = (layer_latch == 3'd5) && ((psum_relu[6:0] >      7'b100_0000) || (psum_relu[6:0] ==      7'b100_0000 && psum_relu[7]));
assign round_6      = (layer_latch == 3'd6) && ((psum_relu[6:0] >      7'b100_0000) || (psum_relu[6:0] ==      7'b100_0000 && psum_relu[7]));
assign psum_relu    = ((layer_latch == 3'd0 || layer_latch == 3'd1 || layer_latch == 3'd2 || layer_latch == 3'd3) && (~psum_mp[23])) ? psum_mp : 
                      ((layer_latch == 3'd5 || layer_latch == 3'd6) && (~psum_fc[23]))                                               ? psum_fc : 24'd0;
always_ff@(posedge clk or posedge rst)begin
    if(rst) cur_state <= IDLE;
    else    cur_state <= next_state;
end
always_comb 
begin
    case(cur_state)
    IDLE:       next_state = (start) ? (layer == 3'd5 || layer == 3'd6) ? FC : FIRST : IDLE;
    FIRST:      next_state = (data_valid && count_1 == input_size) ? SECOND : FIRST;
    SECOND:     next_state = (data_valid && count_2 == input_size) ? ((count_c == channel_size) ? MAX_POOL : FIRST) : SECOND;
    MAX_POOL:   next_state = RE_QUAN;
    FC:         next_state = (data_valid) ? RE_QUAN : FC;
    RE_QUAN:    next_state = POP;
    POP:        next_state = (count_o == output_size) ? IDLE : MAX_POOL;
    default:    next_state = IDLE;
    endcase
end
always_ff@(posedge clk or posedge rst)begin
    if(rst)
        layer_latch <= 3'd0;
    else if(start)
        layer_latch <= layer;
    else
        layer_latch <= layer_latch;
end
assign input_size   =   (layer_latch == 3'd0) ? INPUT_SIZE_0    :
                        (layer_latch == 3'd1) ? INPUT_SIZE_1    :
                        (layer_latch == 3'd2) ? INPUT_SIZE_2    :
                        (layer_latch == 3'd3) ? INPUT_SIZE_3    : 7'd0;
assign output_size  =   (layer_latch == 3'd0) ? OUTPUT_SIZE_0   :
                        (layer_latch == 3'd1) ? OUTPUT_SIZE_1   :
                        (layer_latch == 3'd2) ? OUTPUT_SIZE_2   :
                        (layer_latch == 3'd3) ? OUTPUT_SIZE_3   : 7'd0;
assign channel_size =   (layer_latch == 3'd0) ? CHANNEL_SIZE_1  :
                        (layer_latch == 3'd1) ? CHANNEL_SIZE_4  :
                        (layer_latch == 3'd2) ? CHANNEL_SIZE_8  :
                        (layer_latch == 3'd3) ? CHANNEL_SIZE_8  : 4'd0;
always_ff@(posedge clk or posedge rst)begin
    if(rst)
        count_1 <= 7'd0;
    else if(cur_state == SECOND)
        count_1 <= 7'd0;
    else if(cur_state == FIRST && data_valid)
        count_1 <= count_1 + 7'd1;
    else
        count_1 <= count_1;
end
always_ff@(posedge clk or posedge rst)begin
    if(rst)begin
        for(integer i=0; i<96; i=i+1)
            psum_1[i] <= 24'd0;
    end
    else if(cur_state == IDLE)begin
        for(integer j=0; j<96; j=j+1)
            psum_1[j] <= 24'd0;
    end
    else if(cur_state == FIRST && data_valid)begin
        psum_1[count_1] <= psum_1[count_1] + data_in;
    end
end
always_ff@(posedge clk or posedge rst)begin
    if(rst)
        count_2 <= 7'd0;
    else if(cur_state == FIRST)
        count_2 <= 7'd0;
    else if(cur_state == SECOND && data_valid)
        count_2 <= count_2 + 7'd1;
    else
        count_2 <= count_2;
end
always_ff@(posedge clk or posedge rst)begin
    if(rst)begin
        for(integer m=0; m<96; m=m+1)
            psum_2[m] <= 24'd0;
    end
    else if(cur_state == IDLE)begin
        for(integer n=0; n<96; n=n+1)
            psum_2[n] <= 24'd0;
    end
    else if(cur_state == SECOND && data_valid)begin
        psum_2[count_2] <= psum_2[count_2] + data_in;
    end
end
always_ff@(posedge clk or posedge rst)begin
    if(rst)
        count_c <= 4'd0;
    else if(cur_state == IDLE)
        count_c <= 4'd0;
    else if(data_valid && count_2 == input_size)
        count_c <= count_c + 4'd1;
    else
        count_c <= count_c;
end
always_ff@(posedge clk or posedge rst)begin
    if(rst)
        count_mp <= 7'd0;
    else if(cur_state == IDLE)
        count_mp <= 7'd0;
    else if(cur_state == MAX_POOL)
        count_mp <= count_mp + 7'd2;
    else
        count_mp <= count_mp;
end
always_ff@(posedge clk or posedge rst)begin
    if(rst)
        psum_mp <= 24'd0;
    else if(cur_state == MAX_POOL)begin
        if(($signed(psum_1[count_mp])>=$signed(psum_1[count_mp1])) && ($signed(psum_1[count_mp])>=$signed(psum_2[count_mp])) && ($signed(psum_1[count_mp])>=$signed(psum_2[count_mp1])))
            psum_mp <= psum_1[count_mp];
        else if(($signed(psum_1[count_mp1])>=$signed(psum_1[count_mp])) && ($signed(psum_1[count_mp1])>=$signed(psum_2[count_mp])) && ($signed(psum_1[count_mp1])>=$signed(psum_2[count_mp1])))
            psum_mp <= psum_1[count_mp1];
        else if(($signed(psum_2[count_mp])>=$signed(psum_1[count_mp])) && ($signed(psum_2[count_mp])>=$signed(psum_1[count_mp1])) && ($signed(psum_2[count_mp])>=$signed(psum_2[count_mp1])))
            psum_mp <= psum_2[count_mp];
        else
            psum_mp <= psum_2[count_mp1];
    end
end
always_ff@(posedge clk or posedge rst)begin
    if(rst)
        psum_fc <= 24'd0;
    else if(cur_state == IDLE)
        psum_fc <= 24'd0;
    else if(cur_state == FC && data_valid)
        psum_fc <= data_in;
    else 
        psum_fc <= psum_fc;
end
always_ff@(posedge clk or posedge rst)begin
    if(rst)
        data_out <= 8'd0;
    else if(cur_state == RE_QUAN)begin
        case(layer_latch)
        3'd0:    data_out <= (round_0) ? psum_relu[17:10] + 8'd1 : psum_relu[17:10];
        3'd1:    data_out <= (round_1) ? psum_relu[16:9]  + 8'd1 : psum_relu[16:9];
        3'd2:    data_out <= (round_2) ? psum_relu[16:9]  + 8'd1 : psum_relu[16:9];
        3'd3:    data_out <= (round_3) ? psum_relu[16:9]  + 8'd1 : psum_relu[16:9];
        3'd5:    data_out <= (round_5) ? psum_relu[14:7]  + 8'd1 : psum_relu[14:7];
        3'd6:    data_out <= (round_6) ? psum_relu[14:7]  + 8'd1 : psum_relu[14:7];
        default: data_out <= 8'd0;
        endcase
    end
end
always_ff@(posedge clk or posedge rst)begin
    if(rst)
        count_o <= 7'd0;
    else if(cur_state == IDLE)
        count_o <= 7'd0;
    else if(cur_state == POP)
        count_o <= count_o + 7'd1;
    else
        count_o <= count_o;
end
endmodule
```
==> impl_metrics.env <==
# implementation run metrics
export IMPL_avgSynthCellArea_sq_um=8.40
export IMPL_netlist_instances=29100
export IMPL_ys_cells=29100
export IMPL_ios=40
export IMPL_die_w_um=784
export IMPL_overflow=2
export IMPL_grt_first_pass_wirelength_um=3150000
export IMPL_num_rows=286
export IMPL_ys_flops=4695
export IMPL_yosys_area_top_type_share_pct=48.0
export IMPL_initial_utilization_pct=40.3
export IMPL_async_flop_share_pct=100
export IMPL_grt_pass1_vias=298000
export IMPL_port_buffers=39
export IMPL_cts_buffer_depth=4
export IMPL_topCellsByArea="dfrtp_1 48%, a22oi_1 13%, nand2_1 8.5%"
export IMPL_die_h_um=784
export IMPL_dp_slack_ns=9.27
export IMPL_ff_type="dfrtp_1"
export IMPL_haltStage="5_1_grt"
export IMPL_post_cts_resize_count=0
export IMPL_cts_sinks=4695
export IMPL_place_hpwl_um=1610000
export IMPL_yosysUniqueCellTypes=86
export IMPL_holdBufCountCts=0
export IMPL_ctsHtreeMaxLevel=6
export IMPL_ys_warn_count=3
export IMPL_ys_seq_share_pct=48.0
export IMPL_netlist_area_sq_um=245000
export IMPL_ys_area_sq_um=245000
export IMPL_cts_repair_timing_setup_buffer_count=0
export IMPL_synth_top_cell_by_area="dfrtp_1"
export IMPL_cts_made_buffers=563
export IMPL_error="[ERROR GRT-0116] Global routing finished with congestion. Check the congestion regions in the DRC Viewer."
export IMPL_gp_congestion=1.26
export IMPL_yosys_cell_count_top_type="nand2_1"
export IMPL_clock_root_buffer="clkbuf_16"
export IMPL_synth_edff_count=0
export IMPL_track_usage_pct=82.0
export IMPL_status="stopped before the end"
export IMPL_grt_max_degree=150
export IMPL_top_cells_by_count="5531 x nand2_1, 4694 x dfrtp_1, 4168 x a22oi_1, 2811 x a21oi_1, 2483 x nor2_1"
==> metal layers <==
metal,GRT overflow,track usage (%)
met5,0,72.4
met4,0,68.7
met3,1,80.7
met2,1,86.1
met1,0,85.9
==> metrics by stage <==
stage          std cells  instance area (sq um)
4_1_cts            37600                 285000
2_1_floorplan      29100                 245000
3_5_place_dp       36600                 265000
3_3_place_gp       36600                 265000
==> kinds of logic after synthesis <==
group	share of synthesized area [%]
compound gates	25.4
xor+xnor	0.289
fa+ha+maj	1.43
buf+inv	4.59
flops	48.0
mux	0.225
simple gates	20.0
