## flow/constraint.sdc

```tcl
current_design Weight_buf

set clk_period 8.3
set clk_io_pct 0.2

create_clock -name clk0 -period $clk_period [get_ports {clk}]

set non_clock_inputs [all_inputs -no_clocks]
set_input_delay [expr $clk_period * $clk_io_pct] -clock clk0 $non_clock_inputs
set_output_delay [expr $clk_period * $clk_io_pct] -clock clk0 [all_outputs]
```

## flow/config.mk

```make
export PLATFORM = sky130hd
export DESIGN_NAME = Weight_buf
export DESIGN_NICKNAME = Weight_buf
export VERILOG_FILES = /design/flow/design.v
export SDC_FILE = /design/flow/constraint.sdc
export NUM_CORES = 4
export LEC_CHECK = 1
export CORE_UTILIZATION = 50
```

## flow/run.sh

```bash
#!/bin/bash
# OpenROAD 26Q1-2900-gdf79404cd8, Yosys 0.63+post, stock flow scripts
make -C /OpenROAD-flow-scripts/flow DESIGN_CONFIG=/design/flow/config.mk WORK_HOME=/design/flow/orfs finish
```

## flow/design.v

```verilog
module Weight_buf (
input               clk,
input               rst,
input               i_weight_new,
input               i_weight_new_16,
input               i_weight_new_8,
input         [7:0] i_weight,
input               i_bias_new,
input         [7:0] i_bias,
output  logic [7:0] o_RC00, o_RC01, o_RC02, o_RC03, o_RC04,
output  logic [7:0] o_RC10, o_RC11, o_RC12, o_RC13, o_RC14,
output  logic [7:0] o_RC20, o_RC21, o_RC22, o_RC23, o_RC24,
output  logic [7:0] o_RC30, o_RC31, o_RC32, o_RC33, o_RC34,
output  logic [7:0] o_RC40, o_RC41, o_RC42, o_RC43, o_RC44,
output  logic [7:0] o_BIAS
);
logic   [7:0] buf0 [4:0];
logic   [7:0] buf1 [4:0];
logic   [7:0] buf2 [4:0];
logic   [7:0] buf3 [4:0];
logic   [7:0] buf4 [4:0];
logic   [7:0] bias_buf;
logic   [2:0] row_cnt;
logic   [2:0] col_cnt;
always_ff @(posedge clk or posedge rst) begin
  if (rst) begin
    for (int i = 0; i < 5; i++) buf0[i] <= 8'd0;
    for (int i = 0; i < 5; i++) buf1[i] <= 8'd0;
    for (int i = 0; i < 5; i++) buf2[i] <= 8'd0;
    for (int i = 0; i < 5; i++) buf3[i] <= 8'd0;
    for (int i = 0; i < 5; i++) buf4[i] <= 8'd0;
  end
  else begin
    if (i_weight_new) begin
      case (row_cnt)
        3'd0: buf0[col_cnt] <= i_weight;
        3'd1: buf1[col_cnt] <= i_weight;
        3'd2: buf2[col_cnt] <= i_weight;
        3'd3: buf3[col_cnt] <= i_weight;
        3'd4: buf4[col_cnt] <= i_weight;
        default:  begin
          buf0[col_cnt] <= 8'd0;
          buf1[col_cnt] <= 8'd0;
          buf2[col_cnt] <= 8'd0;
          buf3[col_cnt] <= 8'd0;
          buf4[col_cnt] <= 8'd0;
        end
      endcase
    end
    else if (i_weight_new_16) begin
      case (row_cnt)
        3'd0:   buf0[col_cnt] <= i_weight;
        3'd1:   buf1[col_cnt] <= i_weight;
        3'd2:   buf2[col_cnt] <= i_weight;
        3'd3:   buf3[col_cnt] <= i_weight;
        default: begin
          buf0[col_cnt] <= 8'd0;
          buf1[col_cnt] <= 8'd0;
          buf2[col_cnt] <= 8'd0;
          buf3[col_cnt] <= 8'd0;
          buf4[col_cnt] <= 8'd0;
        end
      endcase
      buf0[4] <= 8'd0;
      buf1[4] <= 8'd0;
      buf2[4] <= 8'd0;
      buf3[4] <= 8'd0;
      buf4[4] <= 8'd0;
    end
    else if (i_weight_new_8) begin
      case (row_cnt)
        3'd0:   buf0[col_cnt] <= i_weight;
        3'd1:   buf1[col_cnt] <= i_weight;
        3'd2:   buf2[col_cnt] <= i_weight;
        3'd3:   buf3[col_cnt] <= i_weight;
        default: begin
          buf0[col_cnt] <= 8'd0;
          buf1[col_cnt] <= 8'd0;
          buf2[col_cnt] <= 8'd0;
          buf3[col_cnt] <= 8'd0;
          buf4[col_cnt] <= 8'd0;
        end
      endcase
      for (int i = 2; i < 5; i = i + 1) begin
        buf0[i] <= 8'd0;
        buf1[i] <= 8'd0;
        buf2[i] <= 8'd0;
        buf3[i] <= 8'd0;
        buf4[i] <= 8'd0;
      end
    end
  end
end
always_ff @(posedge clk or posedge rst) begin
  if      (rst) bias_buf  <= 8'd0;
  else if (i_bias_new)  bias_buf  <= i_bias;
end
always_ff @(posedge clk or posedge rst) begin
  if      (rst) row_cnt <= 3'd0;
  else if (i_weight_new && (row_cnt == 3'd4)) row_cnt <= 3'd0;
  else if (i_weight_new_16 && (row_cnt == 3'd3))  row_cnt <= 3'd0;
  else if (i_weight_new_8  && (row_cnt == 3'd3))  row_cnt <= 3'd0;
  else if (i_weight_new || i_weight_new_16 || i_weight_new_8) row_cnt <= row_cnt + 3'd1;
end
always_ff @(posedge clk or posedge rst) begin
  if      (rst) col_cnt <= 3'd0;
  else if (i_weight_new && (col_cnt == 3'd4) && (row_cnt == 3'd4))  col_cnt <= 3'd0;
  else if (i_weight_new_16 && (col_cnt == 3'd3) && (row_cnt == 3'd3)) col_cnt <= 3'd0;
  else if (i_weight_new_8  && (col_cnt == 3'd1) && (row_cnt == 3'd3)) col_cnt <= 3'd0;
  else if (i_weight_new && (row_cnt == 3'd4)) col_cnt <= col_cnt + 3'd1;
  else if (i_weight_new_16 && (row_cnt == 3'd3))  col_cnt <= col_cnt + 3'd1;
  else if (i_weight_new_8  && (row_cnt == 3'd3))  col_cnt <= col_cnt + 3'd1;
end
assign  o_RC00  = buf0[0];
assign  o_RC01  = buf1[0];
assign  o_RC02  = buf2[0];
assign  o_RC03  = buf3[0];
assign  o_RC04  = buf4[0];
assign  o_RC10  = buf0[1];
assign  o_RC11  = buf1[1];
assign  o_RC12  = buf2[1];
assign  o_RC13  = buf3[1];
assign  o_RC14  = buf4[1];
assign  o_RC20  = buf0[2];
assign  o_RC21  = buf1[2];
assign  o_RC22  = buf2[2];
assign  o_RC23  = buf3[2];
assign  o_RC24  = buf4[2];
assign  o_RC30  = buf0[3];
assign  o_RC31  = buf1[3];
assign  o_RC32  = buf2[3];
assign  o_RC33  = buf3[3];
assign  o_RC34  = buf4[3];
assign  o_RC40  = buf0[4];
assign  o_RC41  = buf1[4];
assign  o_RC42  = buf2[4];
assign  o_RC43  = buf3[4];
assign  o_RC44  = buf4[4];
assign  o_BIAS  = bias_buf;
endmodule
```

==> Implementation_results.wiki <==
== Implementation results ==
{| class="wikitable"
! Metric !! Value
|-
| Clock sink count || 214
|-
| Top-level I/O count || ~230
|-
| Post-detailed-route via-to-cell ratio || 5.67
|-
| Postcts setup bufs || 0
|-
| Congestion Overflow GR || 0
|-
| Number of global-route vias before repair || 6761
|-
| Die Span X || approximately 130 um
|-
| Post-route antenna net violation count || 0
|-
| Capturing element type of the critical path || flop
|-
| Async set-or-reset flop fraction in the synthesized netlist || 1.00
|-
| Total routing usage reported by global routing || 0.278
|-
| Stage-log warning count || 32
|-
| Tightest Hold Check Type || reg2reg
|-
| Yosys cell count || 700
|-
| Routed vias || 6599
|-
| Setup violators final || 0
|-
| Clock latency reported for the late side of the worst-skew pair || roughly 500 ps
|-
| Largest net degree at the start of global routing || around 100
|-
| Share of cells above drive strength 1 || 0.149
|-
| Top achievable clock speed || 261 MHz
|-
| Final tally of hold violations || 0
|-
| Total die size || 18100 um2
|-
| Number of remaining DRC errors || 0
|-
| DP HPWL || 16200 um
|-
| Syn Area/Cell || between 10 and 15 um2
|-
| Status || finished, final reports clean
|-
| Max clock buf depth || 3
|-
| Number of search-and-repair iterations in the first detailed-routing pass || 5
|-
| Highest metal layer with signal wires || met4
|-
| Starting Density || 0.511
|-
| Library cell with the highest instance count after synthesis || sky130_fd_sc_hd__dfrtp_1
|-
| Post-route setup slack || 4460 ps
|-
| Placed Instance Area || approximately 11000 um2
|-
| Type of origin of the critical path || primary input
|-
| Main flop type after synthesis || sky130_fd_sc_hd__dfrtp_1
|-
| Setup repair after global routing missed its margin || no
|-
| Height of the die || approximately 130 um
|-
| Largest type area fraction || 0.608
|-
| Clock transition at the registers of the reported paths || ~50 ps
|-
| Top post-synthesis cells by count || 214 x sky130_fd_sc_hd__dfrtp_1, 80 x sky130_fd_sc_hd__nand2_1, 79 x sky130_fd_sc_hd__mux2_2
|-
| Detailed-route wire length on metal 1 || 10100 um
|-
| Layout overhead on the synthesized area || 36.5%
|-
| Total number of H-tree levels || 1
|-
| First-pass GRT wire length || roughly 37000 um
|-
| Total inserted antenna cells || 0
|-
| TritonCTS buffer count || 23
|-
| Maximum fanout count along the critical path || 35
|-
| Data arrival time of the critical path || 4240 ps
|-
| Gate count of the mapped netlist || roughly 700
|-
| Power Density || approximately 320 nW/um2
|-
| Leakage power total || around 5.3 nW
|-
| Number of maximum-capacitance violations || 0
|-
| Distinct lib cells || 44
|-
| Initial antenna violation count || 0
|-
| Count of standard-cell rows || between 40 and 50
|-
| Worst slew slack as a fraction of its limit || 0.290
|-
| Total negative slack || 0 ps
|-
| Fraction of the cycle the final worst path needs || 0.462
|-
| Max Transition Viols Final || 0
|-
| WL met2 || about 11000 um
|-
| Met3 layer wire length in the routed design || approximately 2000 um
|-
| Largest area contributor in the netlist || sky130_fd_sc_hd__dfrtp_1
|-
| TritonCTS clock tree || done
|-
| Post-cts repair resize count || 0
|-
| Netlist area before placement || a little under 9000 um2
|-
| Core region area || around 17000 um2
|-
| Worst-margin pin slew || roughly 1100 ps
|-
| Post-synth EDFFs || 0
|-
| Final Routed Wirelength || roughly 23000 um
|-
| Violation count after the first detailed-routing iteration || 340
|-
| Critical Path RT || ~8700 ps
|-
| Fin Clk Skew || approximately 7.3 ps
|-
| Final hold slack || between 400 and 500 ps
|-
| Port Buf Inserts || roughly 230
|-
| Chip area line of the yosys report || just under 9000 um2
|-
| Post-DR wirelength/cell || 20.1 um
|-
| Yosys synthesis warning count || 6
|-
| Largest cells by area after synthesis || sky130_fd_sc_hd__dfrtp_1 61%, sky130_fd_sc_hd__mux2_2 10%, sky130_fd_sc_hd__a22o_1 4.5%
|-
| Final estimated routing congestion in global placement || 0.899
|-
| Final worst path period need || roughly 3800 ps
|-
| Worst-case setup slack after placement || 4070 ps
|-
| Peak supply drop || roughly 0.22 mV
|-
| Synthesized flop and latch total || between 200 and 250
|-
| Post-route cell area || about 12000 um2
|-
| Root cell of the clock tree || sky130_fd_sc_hd__clkbuf_16
|-
| Number of buffers added to fix hold violations after cts || 0
|-
| Register area share after synthesis || 0.608
|-
| Startpoint-to-endpoint class of the critical path || in2reg
|}
==> power by group <==
group	leakage, nW	switching (W)	internal (W)
clock network	0.357	0.000379	0.000601
logic	2.03	0.000632	0.000796
registers	2.92	0.000181	0.00131
total	5.31	0.00119	0.00270
==> sequential cells by signal, indices dropped and copies added, names as in the netlist <==
register  flops
buf1         40
bias_buf      8
row_cnt       3
buf4         40
buf3         40
buf0         40
col_cnt       3
buf2         40
==> routing by layer <==
layer,global-route usage,up-vias
met1,0.435,3285
li1,-,2986
met3,0.0759,46
met2,0.412,282
met5,0,-
met4,0.0655,0
==> logic make-up (layout without fill, tap and decap cells) <==
logic type                 after synthesis  count (layout)  share of synthesized area
AOI/OAI and AO/OA                      164             164                      0.148
adders and majority gates                9               9                     0.0128
DFF                                    214             214                      0.608
and+or+nand+nor                        185             185                      0.105
buffers and inverters                   46             285                     0.0216
muxes                                   82              82                      0.105
==> cell usage in the layout (no fill, tap or decap), types with 3 or more instances in the layout <==
cell type,count
sky130_fd_sc_hd__a21oi_1,6
sky130_fd_sc_hd__a22o_1,45
sky130_fd_sc_hd__a32o_1,9
sky130_fd_sc_hd__and2_1,37
sky130_fd_sc_hd__buf_4,8
sky130_fd_sc_hd__clkbuf_1,8
sky130_fd_sc_hd__clkbuf_16,23
sky130_fd_sc_hd__clkbuf_8,7
sky130_fd_sc_hd__clkdlybuf4s50_1,229
sky130_fd_sc_hd__dfrtp_1,214
sky130_fd_sc_hd__ha_1,9
sky130_fd_sc_hd__inv_1,8
sky130_fd_sc_hd__mux2_2,79
sky130_fd_sc_hd__nand2_1,80
sky130_fd_sc_hd__nand2b_1,5
sky130_fd_sc_hd__nand3_1,14
sky130_fd_sc_hd__nand3_2,5
sky130_fd_sc_hd__nor2_1,16
sky130_fd_sc_hd__nor2_2,5
sky130_fd_sc_hd__nor2b_1,11
sky130_fd_sc_hd__o211ai_1,4
sky130_fd_sc_hd__o21ai_0,25
sky130_fd_sc_hd__o2bb2ai_1,35
sky130_fd_sc_hd__o31ai_1,24
sky130_fd_sc_hd__or3_1,3
==> cell type report <==
| type | instances | area [um2] |
|---|---|---|
| clock buffer | 38 | 702 |
| timing repair buffer | 237 | 2350 |
| multi-input combinational | 440 | 3260 |
| inverter | 9 | 41.3 |
| sequential | 214 | 5360 |
| clock inverter | 1 | 30.0 |
| tap | 225 | 282 |
| fill | 1137 | 5220 |
==> final timing paths <==
check	from	to	slack [ps]	cells after the start
min reg2reg	buf4[1][7]$_DFFE_PP0P_	buf4[1][7]$_DFFE_PP0P_	480	2
max	i_weight_new	buf2[2][0]$_DFFE_PP0P_	4460	6
min	buf4[1][7]$_DFFE_PP0P_	buf4[1][7]$_DFFE_PP0P_	480	2
min in group asynchronous	rst	buf4[0][2]$_DFFE_PP0P_	1640	2
max in group asynchronous	rst	buf0[3][4]$_DFFE_PP0P_	4730	4
max reg2reg	row_cnt[0]$_DFFE_PP0P_	buf0[0][2]$_DFFE_PP0P_	5720	6
==> through the flow <==
step            util  power [W]  instances
6_report       0.697    0.00390       1164
3_3_place_gp   0.655    0.00289       1125
2_1_floorplan      -    0.00217        700
3_5_place_dp   0.655    0.00293       1125
4_1_cts        0.697    0.00392       1164
5_1_grt        0.697    0.00413       1164
==> critical path, cell delays in order <==
cell and delay (ps):
sky130_fd_sc_hd__clkdlybuf4s50_1 450, sky130_fd_sc_hd__buf_4 310, sky130_fd_sc_hd__nor2_1 160, sky130_fd_sc_hd__nor2_1 840, sky130_fd_sc_hd__nand3_1 510, sky130_fd_sc_hd__o2bb2ai_1 300
Power is estimated from default activity; no workload was simulated.
