File: flow/design.v
module PE_unit(
	input clk,rst,
	input Conv_en,
	input [7:0]image1,
	input [7:0]image2,
	input [7:0]image3,
	input [7:0]image4,
	input [7:0]image5,
	input [7:0]image6,
	input [7:0]image7,
	input [7:0]image8,
	input [7:0]image9,
	input [7:0]image10,
	input [7:0]image11,
	input [7:0]image12,
	input [7:0]image13,
	input [7:0]image14,
	input [7:0]image15,
	input [7:0]image16,
	input [7:0]image17,
	input [7:0]image18,
	input [7:0]image19,
	input [7:0]image20,
	input [7:0]image21,
	input [7:0]image22,
	input [7:0]image23,
	input [7:0]image24,
	input [7:0]image25,
	input [7:0]weight1,
	input [7:0]weight2,
	input [7:0]weight3,
	input [7:0]weight4,
	input [7:0]weight5,
	input [7:0]weight6,
	input [7:0]weight7,
	input [7:0]weight8,
	input [7:0]weight9,
	input [7:0]weight10,
	input [7:0]weight11,
	input [7:0]weight12,
	input [7:0]weight13,
	input [7:0]weight14,
	input [7:0]weight15,
	input [7:0]weight16,
	input [7:0]weight17,
	input [7:0]weight18,
	input [7:0]weight19,
	input [7:0]weight20,
	input [7:0]weight21,
	input [7:0]weight22,
	input [7:0]weight23,
	input [7:0]weight24,
	input [7:0]weight25,
	input [7:0]bias,
	output logic [23:0]result
);
	logic [23:0]conv[0:24];
	logic [23:0]sum1,sum2,sum3,sum4,sum5;
	logic [23:0]sum11,sum12,sum13;
	logic [23:0]sum;
	logic [23:0]bias_extend;
	assign bias_extend = {{16{bias[7]}},bias};
	always_ff @(posedge clk or posedge rst) begin
		if(rst)begin
			for(int i=0;i<25;i++)begin
				conv[i] <= 24'd0;
			end
		end
		else if(Conv_en)begin
			conv[0]  <= $signed(image1)  * $signed(weight1);
			conv[1]  <= $signed(image2)  * $signed(weight2);
			conv[2]  <= $signed(image3)  * $signed(weight3);
			conv[3]  <= $signed(image4)  * $signed(weight4);
			conv[4]  <= $signed(image5)  * $signed(weight5);
			conv[5]  <= $signed(image6)  * $signed(weight6);
			conv[6]  <= $signed(image7)  * $signed(weight7);
			conv[7]  <= $signed(image8)  * $signed(weight8);
			conv[8]  <= $signed(image9)  * $signed(weight9);
			conv[9]  <= $signed(image10) * $signed(weight10);
			conv[10] <= $signed(image11) * $signed(weight11);
			conv[11] <= $signed(image12) * $signed(weight12);
			conv[12] <= $signed(image13) * $signed(weight13);
			conv[13] <= $signed(image14) * $signed(weight14);
			conv[14] <= $signed(image15) * $signed(weight15);
			conv[15] <= $signed(image16) * $signed(weight16);
			conv[16] <= $signed(image17) * $signed(weight17);
			conv[17] <= $signed(image18) * $signed(weight18);
			conv[18] <= $signed(image19) * $signed(weight19);
			conv[19] <= $signed(image20) * $signed(weight20);
			conv[20] <= $signed(image21) * $signed(weight21);
			conv[21] <= $signed(image22) * $signed(weight22);
			conv[22] <= $signed(image23) * $signed(weight23);
			conv[23] <= $signed(image24) * $signed(weight24);
			conv[24] <= $signed(image25) * $signed(weight25);
		end
		else begin
			for(int i=0;i<25;i++)begin
				conv[i] <= 24'd0;
			end
		end
	end
	always_ff @(posedge clk or posedge rst) begin
		if(rst)begin
			sum1 <= 24'd0;
			sum2 <= 24'd0;
			sum3 <= 24'd0;
			sum4 <= 24'd0;
			sum5 <= 24'd0;
		end
		else if(Conv_en) begin
			sum1 <= conv[0]  + conv[1]  + conv[2]  + conv[3]  + conv[4];
			sum2 <=	conv[5]  + conv[6]  + conv[7]  + conv[8]  + conv[9];
			sum3 <= conv[10] + conv[11] + conv[12] + conv[13] + conv[14];	
			sum4 <= conv[15] + conv[16] + conv[17] + conv[18] + conv[19];
			sum5 <= conv[20] + conv[21] + conv[22] + conv[23] + conv[24];
		end
		else begin
			sum1 <= 24'd0;
			sum2 <= 24'd0;
			sum3 <= 24'd0;
			sum4 <= 24'd0;
			sum5 <= 24'd0;
		end
	end
	always_ff @(posedge clk or posedge rst) begin
		if(rst)
			sum <= 24'd0;
		else if(Conv_en)
			sum <= sum1 + sum2 + sum3 + sum4 + sum5 + bias_extend;
		else
			sum <= 24'd0;
	end
	always_comb begin
		result = sum;
	end
endmodule
File: flow/run.sh
#!/bin/bash
# OpenROAD 26Q1-2900-gdf79404cd8, Yosys 0.63+post, stock flow scripts
make -C /OpenROAD-flow-scripts/flow DESIGN_CONFIG=/design/flow/config.mk WORK_HOME=/design/flow/orfs finish
File: flow/config.mk
export PLATFORM = sky130hd
export DESIGN_NAME = PE_unit
export DESIGN_NICKNAME = PE_unit
export VERILOG_FILES = /design/flow/design.v
export SDC_FILE = /design/flow/constraint.sdc
export NUM_CORES = 4
export LEC_CHECK = 1
export CORE_UTILIZATION = 30
File: flow/constraint.sdc
current_design PE_unit

set clk_period 11.7
set clk_io_pct 0.2

create_clock -name clk0 -period $clk_period [get_ports {clk}]

set non_clock_inputs [all_inputs -no_clocks]
set_input_delay [expr $clk_period * $clk_io_pct] -clock clk0 $non_clock_inputs
set_output_delay [expr $clk_period * $clk_io_pct] -clock clk0 [all_outputs]
==> impl_metrics.csv <==
group,metric,value,unit
clock_tree,cts_root_buffer,"clkbuf_16",
sta,tightest_slew,0.889,ns
synthesis,ys_sh_adder,0.478,
clock_tree,cts_buffer_depth,3,
floorplanning,fp-utilization,0.301,
critical_path,ff2ff_setup_slack,6.92,ns
clock_tree,clk_pin_slew,0.06,ns
global_routing,grt_max_degree,155,
job,cap_violations,0,
placed_design,io_buffers,434,
clock_tree,post_cts_resized,0,
routing,drt-initial-drc-count,2076,
clock_tree,cts_htree_levels,3,
synthesis,synthCells,9982,
synthesis,ys_cells,9982,
synthesis,synthArstFlopShare,1.00,
critical_path,worst_setup_path_start_kind,"input port",
sta,finClkSkew,0.0441,ns
synthesis,yosys.area.top_type_share,0.366,
synthesis,ys_area,0.0940,mm²
synthesis,mux_share,0.00376,
sta,max_freq,152,MHz
routing,drt_pre_antenna_iters,5,
synthesis,synth-main-ff-cell,"dfrtp_1",
critical_path,worstPathArrival,7.14,ns
sta,slew_headroom,0.404,
synthesis,avgSynthCellArea,9.41,µm²
hold_path,hp-class,"register to register",
synthesis,synthTopLogicFamily,"adder cells",
routing,routedWlPerCell,14.9,µm
sta,tns,0,ns
synthesis,postSynthSeqShare,0.145,
global_routing,grt_pass1_vias,66200,
clock_tree,cts_tree,"yes",
floorplanning,io_pins,435,
routing,routed_wl,219000,µm
clock_tree,cts_buffers,76,
placed_design,hpwlAfterDp,188000,µm
sta,slew_viol_final,0,
sta,min_period,6.60,ns
synthesis,common_cells,"inv_1 (3006), fa_1 (1716), and2_1 (1450)",
synthesis,synthXorXnorAreaFrac,0.0440,
floorplanning,die-area,0.315,mm²
hold_path,hold-path-cell-count,2,
routing,routed_via_density,4.20,
critical_path,critPathCaptureType,"register",
status,status,"completed",
routing,drc,0,
placed_design,globalplace.congestion,0.910,
synthesis,yosys_warnings,2,
floorplanning,die_w,562,µm
floorplanning,die_h,562,µm
final_layout,regArea,0.0136,mm²
synthesis,yosysTopAreaCell,"fa_1",
global_routing,antenna_found_initial,30,
final_layout,drive_above_1_share,0.0194,
clock_tree,cts.sinks,544,
floorplanning,rows,205,
critical_path,crit_type,"input port to register",
synthesis,synth_cell_types,71,
synthesis,ys_top_cells_by_area,"fa_1 (37%), dfrtp_1 (14%), inv_1 (12%)",
sta,whs,0.593,ns
sta,setup_violations,0,
clock_tree,postCtsSetupBuffers,0,
sta,rsz0062_at_grt,"false",
final_layout,fin_area,0.106,mm²
sta,min_period_over_period,0.564,
synthesis,numSynthFlops,544,
critical_path,r2r_cells,14,
global_routing,grt_pass1_wl,367000,µm
routing,vias,61600,
placed_design,placed_area,0.103,mm²
critical_path,crit_fanout,8,
global_routing,grt_overflow_total,0,
synthesis,ys_sh_simple,0.155,
sta,finalHoldViolations,0,
synthesis,aoi_share,0.0515,
clock_tree,hold_buffers,0,
floorplanning,core,0.312,mm²
job,warnings,28,
global_routing,grt_util_all_layers,0.154,
critical_path,required,12.24,ns
final_layout,comb_area,0.0688,mm²
synthesis,syn_area,0.0940,mm²
final_layout,num-fill-cells,31800,
final_layout,area_growth,13.0,%
routing,antenna_left,0,
synthesis,synth-edff-count,0,
clock_tree,clock_latency,0.70,ns
synthesis,post-synth-top-count-cell,"inv_1",
[logic make-up (layout without fill, tap and decap cells)]
family          Yosys count  count (layout)
compound gates          746             746
simple gates           2557            2557
fa+ha+maj              2563            2563
buf+inv                3068            3599
xor+xnor                472             472
mux                      32              32
other cells               0              13
flops                   544             544
[cells in the final DEF (no fill, tap or decap), types with 20 or more instances in the layout]
cell type and n:
a21o_1 85, mux2_2 25, or3_1 35, o21bai_1 39
a31oi_1 20, nand2b_1 66, fa_1 1716, a2111oi_0 25
clkdlybuf4s50_1 433, ha_1 847, and3b_1 32, nor3_1 83
a21oi_1 221, nor2_1 132, o21a_1 64, and3_1 44
nand2_1 436, xnor2_1 366, and2_1 1450, nor2b_1 218
o21ai_0 157, a211oi_1 35, xor2_1 106, dfrtp_1 544
clkbuf_16 79, nand3_1 27, inv_1 3005
[stage by stage]
stage / utilization / setup slack, ns / std cells
finish: 0.341 / 5.10 / 14700
global route: 0.341 / 4.80 / 14700
CTS: 0.341 / 5.16 / 14700
detailed placement: 0.332 / 4.43 / 14500
global placement: 0.332 / 4.39 / 14500
floorplan: - / 1.96 / 9982
[worst max-delay path: stages]
cell and delay, ns:
clkdlybuf4s50_1 0.57, and2_1 0.24, fa_1 0.55, inv_1 0.06, fa_1 0.54, inv_1 0.05, fa_1 0.48, inv_1 0.05
fa_1 0.49, inv_1 0.05, ha_1 0.28, nor2b_1 0.14, or3_1 0.32, a2111oi_0 0.48, o41ai_1 0.18, xor2_1 0.16
and2_1 0.17
[flip-flops by register name, indices dropped and copies added, names as in the netlist]
| register | count |
|---|---|
| sum4 | 24 |
| conv | 400 |
| sum5 | 24 |
| sum3 | 24 |
| sum2 | 24 |
| sum1 | 24 |
| sum | 24 |
[final cells by class]
cell class | count | share of cell area
antenna | 13 | 0.000306
clock buffer | 102 | 0.0208
clock inverter | 38 | 0.00483
inverter | 3006 | 0.106
multi-input combinational | 6370 | 0.648
sequential | 544 | 0.128
tap | 4140 | 0.0488
timing repair buffer | 453 | 0.0425
[final timing paths]
check	from	to
min in group asynchronous	rst	conv[24][14]
hold reg to reg	conv[14][0]	sum3[0]
setup reg to reg	conv[7][1]	sum2[23]
hold / removal	conv[14][0]	sum3[0]
max in group asynchronous	rst	conv[3][13]
setup / recovery	weight7[2]	conv[6][14]
[metal layers]
metal	wire length, µm	global-route usage	vias to the layer above
met5	132	0	-
met4	4240	0.0224	22
met3	14600	0.0435	167
met2	99700	0.236	1087
met1	100000	0.229	30100
li1	-	-	30200
